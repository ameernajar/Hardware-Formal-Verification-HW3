--- /design/flow/design.v ---
module fifo #(
  parameter int unsigned DEPTH = 64,   
  parameter int unsigned WIDTH = 64    
) (
  input  logic                 clk,
  input  logic                 rst,
  input  logic                 enq_valid,
  output logic                 enq_ready,
  input  logic [WIDTH-1:0]     enq_data,
  output logic                 deq_valid,
  input  logic                 deq_ready,
  output logic [WIDTH-1:0]     deq_data,
  output logic                 full,
  output logic                 empty
);
  localparam int unsigned PTRW = (DEPTH <= 1) ? 1 : $clog2(DEPTH);
  logic [WIDTH-1:0] mem [0:DEPTH-1];
  logic [PTRW-1:0]  wr_ptr, rd_ptr;
  logic [PTRW:0]    count;                
  logic do_enq, do_deq;
  assign empty     = (count == 0);
  assign full      = (count == DEPTH);
  assign enq_ready = !full;
  assign deq_valid = !empty;
  assign do_enq = enq_valid && enq_ready;
  assign do_deq = deq_valid && deq_ready;
  always_ff @(posedge clk or negedge rst) begin
    if (!rst) begin
      wr_ptr   <= '0;
      rd_ptr   <= '0;
      count    <= '0;
      deq_data <= '0;
    end else begin
      if (do_enq) begin
        mem[wr_ptr] <= enq_data;
        wr_ptr      <= (wr_ptr == DEPTH-1) ? '0 : wr_ptr + 1'b1;
      end
      if (do_deq) begin
        deq_data <= mem[rd_ptr];
        rd_ptr   <= (rd_ptr == DEPTH-1) ? '0 : rd_ptr + 1'b1;
      end
      unique case ({do_enq, do_deq})
        2'b10: count <= count + 1'b1;    
        2'b01: count <= count - 1'b1;    
        default:   ;
      endcase
    end
  end
reg [PTRW-1:0] sym_place, distance;
stable_sym_place: assume property (@(posedge clk) $stable(sym_place) && sym_place >= 0 && sym_place < DEPTH);
logic valid_place;
logic [WIDTH-1:0] expected_data;
always_ff @(posedge clk) begin
	if (~rst) begin
		distance <= 0;
		valid_place <= 0;
	end
	else begin
		if (do_enq) begin
			if(wr_ptr == sym_place) begin
				valid_place <= 1;
				expected_data <= enq_data;
				distance <= count;
			end
		end
		if (do_deq) begin
			if (rd_ptr == sym_place) begin
				valid_place <= 0;
			end
			else begin
				if (valid_place) distance <= distance - 1;
			end
		end
	end 
end
property P;
    @(posedge clk) valid_place && do_deq && (distance == 0) |=> deq_data == expected_data;  
endproperty
A: assert property (P);
endmodule
--- /design/flow/run.sh ---
#!/bin/bash
# OpenROAD 26Q1-2900-gdf79404cd8, Yosys 0.63+post, stock flow scripts
make -C /OpenROAD-flow-scripts/flow DESIGN_CONFIG=/design/flow/config.mk WORK_HOME=/design/flow/orfs finish
--- /design/flow/config.mk ---
export PLATFORM = sky130hd
export DESIGN_NAME = fifo
export DESIGN_NICKNAME = fifo
export VERILOG_FILES = /design/flow/design.v
export SDC_FILE = /design/flow/constraint.sdc
export NUM_CORES = 4
export LEC_CHECK = 1
export CORE_UTILIZATION = 40
export SYNTH_HDL_FRONTEND = slang
--- /design/flow/constraint.sdc ---
current_design fifo

set clk_period 555.9
set clk_io_pct 0.2

create_clock -name clk0 -period $clk_period [get_ports {clk}]

set non_clock_inputs [all_inputs -no_clocks]
set_input_delay [expr $clk_period * $clk_io_pct] -clock clk0 $non_clock_inputs
set_output_delay [expr $clk_period * $clk_io_pct] -clock clk0 [all_outputs]
==> out/results.ini <==
[outcome]
status=completed

[place]
io_buffers=135
gp_congestion=0.929
place_hpwl_mm=282
placed_cells=12400
pre_cts_ws_ns=441.10

[drt]
firstDrtPassIters=5
drc=0
postRouteAntennaNets=0
wl_per_cell_um=34.4
drt_iter0_markers=4989
finalWirelength_mm=453
dr_total_vias=76300
vias_per_cell=5.81

[power_and_ir_drop]
p_leak_nw=56.6
p_per_area_mw_per_mm2=4.72
power.total_uw=855
irDropWorstVdd_v=0.00000310

[final_timing]
max_freq_mhz=8.78
fin_crit_ns=113.88
slew_violations=0
setup-tns-final_ns=0
min_period_over_period_pct=20.5
fin_ws_ns=442.02
setup_viol=0
worst_pin_slew_ns=1.27
fin_worst_skew_ns=0.0701
rsz0062_at_grt=false
hold_viol=0
relSlewSlack_pct=15.5

[logic_synthesis]
synth_area_mm2=0.159
mux_area_share_pct=15.3
syn_area_per_cell_um2=22.6
yosysUniqueCellTypes=54
synth_area_leader_cell=edfxtp_1
logic_family=multiplexers
yosys_area_mm2=0.159
synthCells=7026
synthFlopType=edfxtp_1
async_flop_share_pct=1.99
area_leaders=edfxtp_1, mux4_2, mux2i_1, dfrtp_1, a22oi_1
simple_gate_share_pct=1.21
edf_count=4096
yosys_warnings=0
xor_area_share_pct=0.0662
ys_cells=7026
numSynthFlops=4179
synth_top_area_share_pct=77.4
adder_share_pct=0.0756
ys_seq_share_pct=78.7
ys_sh_aoi_pct=3.24

[grt]
grt_max_degree=84
grt_pass1_vias=83700
grt_pass1_wl_mm=636
grt.total_usage_pct=25.2
grt-ovfl-total=0
antenna_found_initial=22

[clock_tree]
numCtsBuffers=406
cts_max_level=5
clock_sinks=4179
cts_tree=yes
clk_latency_ns=0.98
path_clk_slew_ns=0.06
clock-root-buffer=clkbuf_16
post_cts_resized=0
cts_setup_buffers=0
cts_hold_buf=0
clock_path_buffers=4

[flow_run]
max_cap_violations=0
tool_warnings=26

[worst_setup_path]
start_kind=flop
critical_path_required_ns=444.72
crit_fanout=4
critPathKind=flop to output port
endpoint_kind=output port
crit_arrival_ns=2.70

[hold_path]
hold_path.class=flop to flop

[floorplan]
core_area_mm2=0.396
dieHeight_um=632
fp_util_pct=40.1
ios=136
rows=231
die_w_um=632
die_area_mm2=0.400

[final_layout]
layout_top_cells=edfxtp_1, mux4_2, mux2i_1
area_growth_pct=14.1
final_cell_count_no_fill=13100
drive_gt1_share_pct=25.5
fillers=31800
layout_top_cell=edfxtp_1

worst max-delay path: stages (launching register included):
cell	delay, ns
dfrtp_1	0.42
nor4_1	0.40
nand3_1	0.35
inv_1	0.12
clkdlybuf4s50_1	0.46
routing by layer:
layer	GRT usage (%)	share of wire, %	vias to the layer above
met3	23.3	21	682
met1	27.1	29	39100
met4	6.81	3.6	38
li1	-	-	31100
met5	2.60	0.32	-
met2	35.9	46	5383
final timing paths:
path,from,endpoint,slack (ns),cells past startpoint
setup reg to reg,rd_ptr[0]$_DFFE_PN0P_,deq_data[29]$_DFFE_PN0P_,548.80,11
setup / recovery,count[0]$_DFFE_PN0P_,empty,442.02,4
hold / removal,count[2]$_DFFE_PN0P_,count[2]$_DFFE_PN0P_,0.53,2
hold reg to reg,count[2]$_DFFE_PN0P_,count[2]$_DFFE_PN0P_,0.53,2
min in group asynchronous,rst,deq_data[11]$_DFFE_PN0P_,110.12,1
max in group asynchronous,rst,deq_data[45]$_DFFE_PN0P_,444.73,2
synthesized netlist by cell type (3+ instances only):
library cell and n:
o211ai_1 4, nand2_1 140, nand4_1 21, xnor2_1 7, or4_1 6, ha_1 8, mux4_2 881, xor2_1 5
o221ai_1 31, o32a_1 58, dfrtp_1 83, nor3_1 3, a22o_1 33, o21ai_0 104, nor2_1 87, mux2_2 9
buf_4 55, o22ai_1 77, nor2b_1 13, or3_1 4, and3_1 3, nand3b_1 29, inv_1 10, a211oi_1 73
a32oi_1 6, edfxtp_1 4096, a2111oi_0 18, mux2i_1 431, buf_2 155, clkbuf_1 148, a31oi_1 9, a221oi_1 75
nand2b_1 30, buf_6 34, nand3_1 54, a21oi_1 30, buf_1 9, a32o_1 24, and2_1 6, a22oi_1 140
where the power goes:
group	leakage (nW)	total (mW)	switching (mW)	internal, mW
Sequential	37.8	0.365	0.0102	0.354
Clock	6.45	0.274	0.116	0.157
Combinational	12.4	0.216	0.134	0.0820
cell families (layout without fill, tap and decap cells):
logic type | Yosys count | after routing
adders and majority gates | 9 | 9
and+or+nand+nor | 402 | 402
buffers and inverters | 414 | 1281
DFF | 4179 | 4179
xor gates and xnor gates | 12 | 12
other | 0 | 10
AOI/OAI and AO/OA | 689 | 689
muxes | 1321 | 1321
area by class of cell:
class,instances,area [um^2],share of cell area [%]
inverter,12,50.0,0.0276
antenna,10,25.0,0.0138
sequential,4179,125000,69.0
tap,5242,6560,3.62
clock buffer,526,10900,6.00
timing repair buffer,517,4000,2.20
multi-input combinational,2433,32200,17.8
clock inverter,226,2360,1.30
registers in the layout, summed over array words and instances (netlist names):
signal    count
deq_data     64
rd_ptr        6
wr_ptr        6
mem        4096
count         7
per-stage QoR:
stage,utilization [%],cell area [um^2],hold slack [ns]
floorplan,-,159000,0.427
global placement,42.4,168000,0.528
detailed placement,42.4,168000,0.513
CTS,45.8,181000,0.526
global route,45.8,181000,0.556
finish,45.8,181000,0.530
Power is estimated from default activity; no workload was simulated.
