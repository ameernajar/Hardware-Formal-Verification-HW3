<file path="design.v">
module puzzle (clk, rst, cells, direction);
input           clk, rst;
input reg[1:0]  direction;
output reg[3:0] cells[3:0][3:0];
reg[1:0]        empty_x;  
reg[1:0]        empty_y;  
always @ (posedge clk) begin
  if (~rst) begin
    cells[0][0] <= 0;
    cells[0][1] <= 1;
    cells[0][2] <= 2;
    cells[0][3] <= 3;
    cells[1][0] <= 6;
    cells[1][1] <= 7;
    cells[1][2] <= 8;
    cells[1][3] <= 4;
    cells[2][0] <= 5;
    cells[2][1] <= 14;
    cells[2][2] <= 10;
    cells[2][3] <= 12;
    cells[3][0] <= 9;
    cells[3][1] <= 13;
    cells[3][2] <= 11;
    cells[3][3] <= 15;
    empty_x <= 0;
    empty_y <= 0;
  end else begin
    if (direction == 2'b00 && empty_y > 3'd0) begin  
        cells[empty_x][empty_y] <= cells[empty_x][empty_y-1];
        cells[empty_x][empty_y-1] <= 0;
        empty_y <= empty_y-1;
    end
    if (direction == 2'b01 && empty_y < 3'd3) begin  
        cells[empty_x][empty_y] <= cells[empty_x][empty_y+1];
        cells[empty_x][empty_y+1] <= 0;
        empty_y <= empty_y+1;
    end
    if (direction == 2'b10 && empty_x > 3'd0) begin  
        cells[empty_x][empty_y] <= cells[empty_x-1][empty_y];
        cells[empty_x-1][empty_y] <= 0;
        empty_x <= empty_x-1;
    end
    if (direction == 2'b11 && empty_x < 3'd3) begin  
        cells[empty_x][empty_y] <= cells[empty_x+1][empty_y];
        cells[empty_x+1][empty_y] <= 0;
        empty_x <= empty_x+1;
    end
  end
end
wire solution = cells[0][0] == 1 &
                cells[0][1] == 2 &
                cells[0][2] == 3 &
                cells[0][3] == 4 &
                cells[1][0] == 5 &
                cells[1][1] == 6 &
                cells[1][2] == 7 &
                cells[1][3] == 8 &
                cells[2][0] == 9 &
                cells[2][1] == 10 &
                cells[2][2] == 11 &
                cells[2][3] == 12 &
                cells[3][0] == 13 &
                cells[3][1] == 14 &
                cells[3][2] == 15 &
                cells[3][3] == 0;
c: cover property (@(posedge clk) solution);
reg [15:0] visited;
always_ff @(posedge clk) begin
	if (~rst) visited <= {15'b0, 1'b1};
	else begin
		int idx = (empty_x << 2) + empty_y;  
		visited[idx] <= 1'b1;
	end
end
property P;
    @(posedge clk) $rose(rst) |-> ##[1:$] (solution && &visited);  
endproperty
A: cover property (P);
endmodule
</file>
<file path="run.sh">
#!/bin/bash
# OpenROAD 26Q1-2900-gdf79404cd8, Yosys 0.63+post, stock flow scripts
make -C /OpenROAD-flow-scripts/flow DESIGN_CONFIG=/design/flow/config.mk WORK_HOME=/design/flow/orfs finish
</file>
<file path="config.mk">
export PLATFORM = sky130hd
export DESIGN_NAME = puzzle
export DESIGN_NICKNAME = puzzle
export VERILOG_FILES = /design/flow/design.v
export SDC_FILE = /design/flow/constraint.sdc
export NUM_CORES = 4
export LEC_CHECK = 1
export CORE_UTILIZATION = 30
export SYNTH_HDL_FRONTEND = slang
</file>
<file path="constraint.sdc">
current_design puzzle

set clk_period 6.5
set clk_io_pct 0.2

create_clock -name clk0 -period $clk_period [get_ports {clk}]

set non_clock_inputs [all_inputs -no_clocks]
set_input_delay [expr $clk_period * $clk_io_pct] -clock clk0 $non_clock_inputs
set_output_delay [expr $clk_period * $clk_io_pct] -clock clk0 [all_outputs]
</file>
==> flow_metrics.tcl <==
# yosys + openroad results
set metrics [dict create \
    ant_nets 0 \
    initCoreUtil_pct 30.6 \
    clkSinkCount 68 \
    post_cts.repair.setup_buffers 0 \
    startpoint_type "flip-flop" \
    ff_type "dfxtp_1" \
    dieWidth_um 154 \
    grt_max_degree 56 \
    die-area_um2 23600 \
    rows 55 \
    wl_met2_um 14400 \
    synthCells 842 \
    cp.required_ps 6690 \
    drv_slew 0 \
    path_depth 10 \
    logic_area_um2 5100 \
    max_stage_delay_ps 780 \
    synth_cell_types 85 \
    top_area_cell "dfxtp_1" \
    cp-end-kind "flip-flop" \
    cts_tree "built" \
    setup_viol 0 \
    fill_cells 2310 \
    warnings 34 \
    routabilityCongestion 1.03 \
    synth-edff-count 0 \
    crit_family "buffers and inverters" \
    run_status "complete, no violations" \
    hold_ws_ps 575 \
    fin_skew_ps 7.39 \
    ios 68 \
    cp.arrival_ps 4350 \
    syn_area_um2 6900 \
    async_reset_ff_share_pct 0 \
    ys_seq_share_pct 19.7 \
    r2r-start "empty_x[1]$_SDFFE_PN0P_" \
    worst_r2r_endpoint "cells[17]$_SDFF_PN1_" \
    grt_pass1_vias 7365 \
    core_um2 22600 \
    powerDensity_nw_per_um2 226 \
    grt_overflow_total 0 \
    crit_path_start "empty_x[1]$_SDFFE_PN0P_" \
    clkTransAtPathRegs_ps 60 \
    topCellsByArea "dfxtp_1, mux4_2, nand2_1" \
    yosysWarningCount 0 \
    fin_crit_ps 4160 \
    slew_headroom_pct 23.1 \
    top_cells_by_count "nand2_1, dfxtp_1, nor2_1, clkbuf_1, o21ai_0" \
    rr_worst_depth 10 \
    top_area_share_pct 19.7 \
    ctsResizeCount 0 \
    wire_per_inst_um 28.0 \
    critPathCapture "cells[17]$_SDFF_PN1_" \
    drt_iter0_markers 960 \
    drc_errors 0 \
    flop_area_um2 1360 \
    cp_num_buf_inv 3 \
    cts.path.max_buffers 2 \
    yosys_cells 842 \
    crit_top_cell "buf_4" \
    firstDrtPassIters 6 \
    port_buffers 67 \
    cp_slowest_cell "ha_2" \
    rsz0062_at_grt "no" \
    grt_first_pass_wirelength_um 48600 \
    reg2reg_slack_ps 2340 \
    viasPerCell 6.84 \
    fmax_ghz 0.240 \
    routed_wl_um 32500 \
    hold_path_class "reg -> reg" \
    die_height_um 154 \
    wl_met3_um 3730 \
    drv_cap 0 \
    cts_made_buffers 9 \
    tightestPinTransition_ps 1140 \
    top_cell "nand2_1" \
    syn_to_final_growth_pct 17.2 \
    ctsHoldBuffers 0 \
    track_usage_pct 28.1 \
    peakVddDrop_mv 0.128 \
    dp.final_hpwl_um 23100 \
    cts_root_buf "clkbuf_16" \
    worstSetupPathType "reg -> reg" \
    drive_gt1_share_pct 14.6 \
    synth_flops 68 \
    clk-insertion-delay-late_ps 350 \
    top_layer "met4" \
    crit_chain "buf_4 -> clkinv_1 -> ha_2 -> buf_4 -> mux4_2 -> a22oi_1 -> nand2_2 -> o22a_1 -> o21ai_1 -> o211ai_1" \
    setup-tns-final_ps 0 \
    ys_area_um2 6900 \
    antenna_found_initial 0 \
    vias 7947 \
    critPathMaxFanout 27 \
    synth.avg_cell_area_um2 8.19 \
    finalCritPeriodShare_pct 64.1 \
    hold_start "cells[50]$_SDFF_PN0_" \
    p_leak_nw 2.70 \
    routedLengthMet1_um 12500 \
    antennaDiodeCount 0 \
    cts-htree-levels 3 \
    hold_viol 0 \
]
## cell usage in the layout (no fill, tap or decap), types with 25 or more instances in the layout
cell type	n
dfxtp_1	67
o21ai_0	46
mux2i_1	29
buf_4	29
nand3_1	39
o221ai_1	25
a21oi_1	43
o22ai_1	25
clkdlybuf4s50_1	66
nand2_1	98
mux4_2	37
nor2_1	55
## layout make-up
| class | count | share of cell area, % |
|---|---|---|
| inverters | 16 | 0.743 |
| clock inverters | 7 | 1.22 |
| multi-input cells | 680 | 63.1 |
| repair buffers | 96 | 10.9 |
| clock buffers | 9 | 2.79 |
| flip-flops and latches | 68 | 16.9 |
| well taps | 285 | 4.41 |
## worst min-delay path by stage
stage         cells after the start              endpoint  slack [ps]
finish                            2  cells[50]$_SDFF_PN0_         580
global route                      2  cells[50]$_SDFF_PN0_         600
CTS                               1  cells[56]$_SDFF_PN1_         590
## per-stage QoR
stage / utilization (%) / cells / setup WS [ps] / total power [mW] / cell area, um^2
global route: 35.8 / 1161 / 2160 / 1.88 / 8080
global placement: 34.4 / 1145 / 2220 / 1.25 / 7760
CTS: 35.8 / 1161 / 2390 / 1.80 / 8080
floorplan: - / 842 / 3490 / 0.974 / 6900
finish: 35.8 / 1161 / 2340 / 1.82 / 8080
detailed placement: 34.4 / 1145 / 2180 / 1.25 / 7760
## worst register-to-register path: stages, from the launching register on
cell	delay, ps
dfxtp_1	300
buf_4	300
clkinv_1	460
ha_2	780
buf_4	460
mux4_2	420
a22oi_1	430
nand2_2	330
o22a_1	300
o21ai_1	130
o211ai_1	100
## metal layers
layer  track usage [%]  vias to the layer above
met5                 0                        -
met4              12.3                        0
met3              8.21                      135
met2              42.4                      581
met1              37.7                     3815
li1                  -                     3416
## registers in the layout (all words and copies together), names as in the netlist
name and flops:
cells 64, empty_x 2, empty_y 2
## power by group
group | leakage, nW | switching [mW] | internal (mW)
registers | 0.553 | 0.0522 | 0.441
clock network | 0.156 | 0.213 | 0.339
logic | 1.99 | 0.500 | 0.278
total | 2.70 | 0.765 | 1.06
## logic make-up (layout without fill, tap and decap cells)
group / count (synthesis) / after routing / synth area share [%]
mux: 81 / 81 / 19.4
simple gates: 294 / 294 / 21.2
buf+inv: 94 / 128 / 6.46
flops: 68 / 68 / 19.7
compound gates: 294 / 294 / 31.3
fa+ha+maj: 11 / 11 / 2.00
Power and IR drop assume default switching activity.
